==> /design/flow/design.v <==
module clkgen( input    clk_in,
               output   seg_clk, clk_out );
reg [27:0] counter = 28'd0;
always @(posedge clk_in)
begin
    counter <= counter + 1'b1;
end
assign clk_out = counter[27];
assign seg_clk = counter[20];
endmodule
==> /design/flow/run.sh <==
#!/bin/bash
# OpenROAD 26Q1-2900-gdf79404cd8, Yosys 0.63+post, stock flow scripts
make -C /OpenROAD-flow-scripts/flow DESIGN_CONFIG=/design/flow/config.mk WORK_HOME=/design/flow/orfs finish
==> /design/flow/config.mk <==
export PLATFORM = sky130hd
export DESIGN_NAME = clkgen
export DESIGN_NICKNAME = clkgen
export VERILOG_FILES = /design/flow/design.v
export SDC_FILE = /design/flow/constraint.sdc
export NUM_CORES = 4
export LEC_CHECK = 1
export CORE_AREA = 10 10 108 108
export DIE_AREA = 0 0 118 118
==> /design/flow/constraint.sdc <==
current_design clkgen

set clk_period 6.3
set clk_io_pct 0.2

create_clock -name clk0 -period $clk_period [get_ports {clk_in}]

set non_clock_inputs [all_inputs -no_clocks]
set_input_delay [expr $clk_period * $clk_io_pct] -clock clk0 $non_clock_inputs
set_output_delay [expr $clk_period * $clk_io_pct] -clock clk0 [all_outputs]
==> run summary <==
yosys + openroad results -> Rows=35, Post-Syn Instances=~100, PwrDens=239.1 mW/mm2, WP data arrival=between 1000 and 1500 ps, final setup fails=0, cts hold-fix bufs=0, Detailed Place HPWL=1098 um, Remaining Overflow, GRT=0, Chip Area=roughly 0.014 mm2, drt total wl=1556 um, register area=560.5 um2, Die W=around 120 um, TNS Setup=0 ps, Rel. slew slack=between 60% and 70%, CTS sink count=28, number of enable flip-flop cells=0, Buffers on Ports=2, top cells by count=28 x dfxtp_1, 22 x xnor2_1, 15 x nand3_1, Post-CTS Resized=0, Total Routing Usage GR=between 2 and 2.5%, root buf cell=clkbuf_8, pins over their slew limit=0, Initial Util=11.62%, Inserted Diodes=0, Clock Skew=about 2.2 ps, CTS clk-pin slew, worst paths=90 ps, total DRC errors in the routed layout=0, Post-CTS Setup Bufs=0, Worst IR Drop VDD=around 0.084 mV, logic area=approximately 500 um2, sequential area share after synthesis=51.97%, utilization after layout=14.26%, crit start category=flop, RSZ-0062 raised after global routing=false, yosys cell count=101, Hold WS=between 400 and 500 ps, die height=between 100 and 150 um, Num CTS Buffers=3, Largest Register=counter, Max clock buf depth=2, Cell Count, Final, Fillers Out=about 240, required time of the worst setup path=5040 ps, MaxCap Viol Count=0, antenna violations before repair=0, via count=between 600 and 700, Mean Syn Cell Area=between 10 and 15 um2, Yosys chip area=0.001079 mm2, cells along the critical path=clkdlybuf4s50_1, Setup CP Type=reg -> out, biggest regs=counter: 28 flops, delay-heaviest family, CP=buffers and inverters, area added between synthesis and finish=22.74%, CTS HTree Levels=1, #FFs+latches synth=28, Largest cells by area=dfxtp_1 52%, xnor2_1 18%, nand3_1 7.0%, outcome=finished clean, CP Capture Type=output pin, DP Cell Count=around 230, YS warnings=1, DR iter-0 viols=33, Design Power=approximately 0.32 mW, CTS tree=yes, most common cell in the synthesized netlist=dfxtp_1, final hold violations=0, largest net degree at the start of global routing=17, async set-reset flop share out of synthesis=0%, Pleak=0.3850 nW, synthesized area=0.001079 mm2, post-layout period usage of the worst path=38.42%, drt wl/cell=roughly 6.6 um, first-pass GRT wire length=roughly 3000 um, core area=0.009284 mm2, GP Congestion=~0.74, vias per cell=between 2 and 3, vias in the first global route=between 600 and 700, Yosys top cell area share=~52%, min cycle time layout=2420 ps, Largest register FFs=28, hold crit path type=reg -> reg, Latency at later pin=270 ps, Critical path buffers and inverters=1, io pins=3, drt first pass iters=3, Filler Cell Count=between 1000 and 1500, CP max stage delay=slightly below 500 ps, worst-margin pin slew=552.3 ps, worst-path fanout max=5, Tool Warnings=25, Yosys cell types=17, Max stage delay cell, worst path=clkdlybuf4s50_1, main flop type=dfxtp_1, share of cells above drive strength 1=7.547%, DRT antenna net count=0, biggest area consumer among synthesized cells=dfxtp_1, highest clock rate=between 0.4 and 0.5 GHz
final timing paths:
kind                  startpoint  cells past startpoint                  end  slack [ps]
max reg2reg   counter[0]$_DFF_P_                      5  counter[18]$_DFF_P_        4640
min           counter[0]$_DFF_P_                      1   counter[0]$_DFF_P_         420
max          counter[20]$_DFF_P_                      1              seg_clk        3880
min reg2reg   counter[0]$_DFF_P_                      1   counter[0]$_DFF_P_         420
report_power, final:
part           switching (mW)  internal [mW]
logic                       0              0
clock network          0.0547         0.0850
registers                   0          0.177
total                  0.0547          0.262
kinds of logic after synthesis:
| family | after synthesis | share of synthesized area (%) |
|---|---|---|
| fa+ha+maj | 1 | 1.160 |
| simple gates | 42 | 24.01 |
| xor+xnor | 26 | 21.11 |
| buf+inv | 4 | 1.740 |
| flops | 28 | 51.97 |
final cells by class:
| type | instances | share of cell area (%) |
|---|---|---|
| Clock buffer | 3 | 3.119 |
| Sequential cell | 28 | 42.34 |
| Tap cell | 129 | 12.19 |
| Inverter | 3 | 0.8507 |
| Multi-Input combinational cell | 69 | 37.71 |
| Clock inverter | 1 | 2.268 |
| Timing Repair Buffer | 2 | 1.512 |
routing by layer:
| metal | GRT usage (%) | routed length [um] | vias up |
|---|---|---|---|
| met5 | 0 | 0 | - |
| li1 | - | - | 363 |
| met2 | 3.427 | 601 | 4 |
| met3 | 1.118 | 83 | 0 |
| met1 | 3.348 | 870 | 289 |
| met4 | 0.1546 | 0 | 0 |
through the flow:
stage,setup WS (ps),instance area (um2)
after floorplan,4702,1079
after global placement,4180,1252
after detailed placement,4162,1252
after CTS,3861,1324
after global routing,3802,1324
final,3880,1324
placed cells by master, fill, tap and decap left out, drive strengths merged:
master / count
and3: 3
and4: 2
bufinv: 1
clkbuf: 3
clkdlybuf4s50: 2
dfxtp: 28
ha: 1
inv: 3
nand2: 5
nand3: 15
nand4: 9
nor2: 3
nor3: 4
nor4: 1
xnor2: 22
xor2: 4
worst reg2reg max path, stage by stage, from the launching register on:
cell	delay, ps
dfxtp_1	380
ha_1	220
nand4_1	240
nor3_4	390
nand4_1	170
xnor2_1	150
Power and IR drop assume default switching activity.
