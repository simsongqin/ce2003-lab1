<file path="design/flow/run.sh">
#!/bin/bash
# OpenROAD 26Q1-2900-gdf79404cd8, Yosys 0.63+post, stock flow scripts
make -C /OpenROAD-flow-scripts/flow DESIGN_CONFIG=/design/flow/config.mk WORK_HOME=/design/flow/orfs finish
</file>
<file path="design/flow/config.mk">
export PLATFORM = sky130hd
export DESIGN_NAME = lab1_FSM
export DESIGN_NICKNAME = lab1_FSM
export VERILOG_FILES = /design/flow/design.v
export SDC_FILE = /design/flow/constraint.sdc
export NUM_CORES = 4
export LEC_CHECK = 1
export CORE_AREA = 10 10 70 70
export DIE_AREA = 0 0 80 80
</file>
<file path="design/flow/constraint.sdc">
current_design lab1_FSM

set clk_period 1.5
set clk_io_pct 0.2

create_clock -name clk0 -period $clk_period [get_ports {clk}]

set non_clock_inputs [all_inputs -no_clocks]
set_input_delay [expr $clk_period * $clk_io_pct] -clock clk0 $non_clock_inputs
set_output_delay [expr $clk_period * $clk_io_pct] -clock clk0 [all_outputs]
</file>
<file path="design/flow/design.v">
`timescale 1ns / 1ps
module lab1_FSM(
    input clk,
    input rst,
    input cancel,
    input dollar,
    input fifty,
    output reg money_return,
    output reg dispense,
    output reg insert_coin,
    output reg [1:0] st
    );
parameter INIT = 2'b00, S50c = 2'b01, VEND = 2'b10, RETURN = 2'b11;
reg[1:0] nst, cur_st;
always @(posedge clk)
begin
	if(!rst)
		cur_st<=INIT;
	else
		cur_st<=nst;
end  
always @*
begin
	nst = cur_st;
	case(cur_st)
	INIT: begin  
		st = 2'b00;
		money_return = 0;
		dispense = 0;
		insert_coin = 1;
		if(fifty)
			nst = S50c;   
		if(dollar) 
			nst = VEND;   
		end  
	S50c: begin  
		st = 2'b01;
		money_return = 0;
		dispense = 0;
		insert_coin = 1;
		if(fifty) 
			nst = VEND;   
		if(dollar || cancel) 
			nst = RETURN;   
		end
	VEND: begin  
		st = 2'b10;
		money_return = 0;
		dispense = 1;
		insert_coin = 0;
		if(!rst)
			nst = INIT;
		end
	RETURN: begin  
		st = 2'b11;
		money_return = 1;
		dispense = 0;
		insert_coin = 0;
		nst = INIT;
		end
	endcase
end
endmodule
</file>
==> impl_metrics.toml <==
# yosys + openroad results
[place]
io_buffers = 9
place_congestion = 0.787
dp_hpwl_um = 438

[final_layout]
regMostFlops = "cur_st"
drive_gt1_share_pct = 18.8
syn2layout_area_growth_pct = 103
reg.largest.list = "cur_st x4"
final_core_util_pct = 10.3
largest_reg_flops = 4

[final_timing]
fmax_ghz = 0.698
slew_headroom_pct = 80.5
worst_slew_pin_slew_ps = 289
rsz0062_at_grt = "no"
clock_skew_ps = 8.44
finalCritPeriodShare_pct = 95.5
setup_viol = 0
hold_viol = 0
fin_tns_setup_ps = 0
fin_crit_ps = 1430
maxSlewViolCount = 0

[drt]
n_antenna_cell = 0
wl_met1_um = 268
dr_wl_met3_um = 173
wl_met2_um = 135
vias = 178
viasPerCell = 2.28
final_antenna_net_count = 0
routed.top_layer = "met3"
finalWirelength_um = 576
wl_per_cell_um = 7.38
post-route-drc-count = 0
dr.pass1.iters = 4
drt_iter0_markers = 4

[clock_tree]
cts_tree = "yes"
clockRootBuffer = "clkbuf_4"
cts.sink_count = 4
cts.htree.levels = 1
insertion_delay_ps = 240
cts_buffers = 3
cts.clk_slew.worst_paths_ps = 40
holdBufCountCts = 0
clk_path_buf_depth = 2

[pwr]
switching_share_pct = 22.1
leakage_nw = 0.155
p_clk_share_pct = 46.7
p_comb_share_pct = 13.5
seq_power_share_pct = 39.8
ir_worst_vdd_mv = 0.212
p_int_w = 0.000230
switchingPower_w = 0.0000653
power_density_mw_per_mm2 = 837

[setup_path]
cp-end-kind = "output pin"
startpoint_type = "register"
cp_data_arrival_time_ps = 1130
path_class = "register to output pin"
cp_max_fo = 3
worst_ep_required_time_ps = 1200

[die]
die_x_um = 80
floorplanUtilization_pct = 5.09
dieHeight_um = 80
ios = 10
dieArea_mm2 = 0.00640
std_cell_rows = 21
core_region_area_mm2 = 0.00342

[synthesis]
synth_area_um2 = 174
synth.yosys.warnings = 1
yosysTopAreaCell = "dfxtp_1"
top_cell_area_share_pct = 46.0
topCellsByArea = "dfxtp_1 (46%), or2_1 (7.2%), inv_1 (6.5%), nand4bb_1 (6.5%), a21oi_1 (5.8%)"
synth.most_common_cell = "dfxtp_1"
synthArstFlopShare_pct = 0
ys_seq_share_pct = 46.0
yosys-top-cells-count = "dfxtp_1 (4), inv_1 (3), a21oi_1 (2), or2_1 (2)"
edf_count = 0
synth.distinct_cells = 12
ys_ff = 4
ff_type = "dfxtp_1"
postSynthCellCount = 19
ys_cells = 19
yosys_area_um2 = 174
syn_avg_cell_area_um2 = 9.15

[global_routing]
grt_max_degree = 6
grt.overflow.total = 0
grt_first_pass_wirelength_um = 876
antenna_found_initial = 0
grt_pass1_vias = 191
track_usage_pct = 1.87

[hold_path]
hold_class = "register to register"

[run_status]
status = "completed"

[job]
warnings = 25
maxCapViolCount = 0
==> layout by cell type, fill, tap and decap left out, types with 2 or more instances in the layout <==
| master | n |
|---|---|
| clkbuf_4 | 3 |
| or2_1 | 2 |
| dfxtp_2 | 2 |
| clkdlybuf4s50_1 | 5 |
| a21oi_1 | 2 |
| dlygate4sd2_1 | 3 |
| dfxtp_1 | 2 |
| inv_1 | 3 |
==> critical path, stage by stage (launching register included) <==
cell and delay [ps]:
dfxtp_2 330, buf_4 110, clkdlybuf4s50_1 450
==> layer usage <==
metal,global-route usage (%),up-vias
li1,-,92
met1,1.99,72
met2,1.93,14
met3,2.95,0
met4,0.176,0
met5,0,-
==> layout make-up <==
cell class,instances,area [µm²]
fill,404,3060
timing repair buffer,10,96.3
sequential,4,82.6
multi-input combinational,12,82.6
tap,46,57.6
clock buffer,3,22.5
inverter,3,11.3
==> power groups by stage <==
stage | logic (W) | clock network, W | registers [W]
after CTS | 0.0000415 | 0.000142 | 0.000117
after global routing | 0.0000452 | 0.000156 | 0.000118
final | 0.0000399 | 0.000138 | 0.000117
==> final timing paths <==
check,start,end,slack [ps],cells past startpoint
worst max register to register,cur_st[2]$_DFF_P_,cur_st[2]$_DFF_P_,580,2
worst min register to register,cur_st[2]$_DFF_P_,cur_st[3]$_DFF_P_,480,1
worst min-delay path,cur_st[2]$_DFF_P_,cur_st[3]$_DFF_P_,480,1
worst max-delay path,cur_st[3]$_DFF_P_,money_return,70,2
==> metrics by stage <==
stage          cell area [µm²]  setup WS [ps]  power, W  std cells  hold WS, ps
6_report                   353           66.8  0.000295         78          483
5_1_grt                    353           19.0  0.000319         78          504
4_1_cts                    350           5.42  0.000301         78          478
3_5_place_dp               322           93.5  0.000163         74          473
3_3_place_gp               322            109  0.000163         74          462
2_1_floorplan              174            645  0.000129         19          391
==> timing repair <==
action | in CTS | in global routing
setup endpoints to repair | 4 | 1
pin swaps | 3 | 0
buffers inserted | 2 | 0
gates resized | 5 | 1
==> kinds of logic after synthesis <==
group,Yosys count,share of synthesized area [%]
AOI/OAI and AO/OA,5,20.9
buffers and inverters,3,6.47
DFF,4,46.0
and+or+nand+nor,7,26.6
Power and IR drop assume default switching activity.
