### flow/run.sh
#!/bin/bash
# OpenROAD 26Q1-2900-gdf79404cd8, Yosys 0.63+post, stock flow scripts
make -C /OpenROAD-flow-scripts/flow DESIGN_CONFIG=/design/flow/config.mk WORK_HOME=/design/flow/orfs finish
### flow/constraint.sdc
current_design sevenseg

set clk_period 2.5
set clk_io_pct 0.2

create_clock -name clk0 -period $clk_period

set non_clock_inputs [all_inputs -no_clocks]
set_input_delay [expr $clk_period * $clk_io_pct] -clock clk0 $non_clock_inputs
set_output_delay [expr $clk_period * $clk_io_pct] -clock clk0 [all_outputs]
### flow/design.v
`timescale 1ns / 1ps
module sevenseg(
    input [3:0] a, 
	 input seg_clk, seg_switch,
	 output seg_Tg_out,
    output reg [6:0] seg
    );
wire [3:0] seat_Hi =4'd2;	 
wire [3:0] seat_Lo =4'd2;	 
wire [3:0] num, num1, num2;
assign num1 = seg_clk ? 4'd0 : a; 
assign num2 = seg_clk ? seat_Hi : seat_Lo;  
assign num = ~seg_switch ? num1 : num2; 	 
assign seg_Tg_out = seg_clk;	 
always @*
begin
	case (num)
		4'd0 : seg = 7'b0111111;
		4'd1 : seg = 7'b0000110;
		4'd2 : seg = 7'b1011011;
		4'd3 : seg = 7'b1001111;
		4'd4	:	seg = 7'b1100110;
		4'd5	:	seg = 7'b1101101;
		4'd6	:	seg = 7'b1111101;
		4'd7	:	seg = 7'b0000111;
		4'd8	:	seg = 7'b1111111;
		4'd9	:	seg = 7'b1101111;
		4'd10	:	seg = 7'b1110111;
		4'd11	:	seg = 7'b1111100;
		4'd12	:	seg = 7'b1011000;
		4'd13	:	seg = 7'b1011110;
		4'd14	:	seg = 7'b1111001;
		4'd15	:	seg = 7'b1110001;
		default:	seg = 7'b0000000;
	endcase
end
endmodule
### flow/config.mk
export PLATFORM = sky130hd
export DESIGN_NAME = sevenseg
export DESIGN_NICKNAME = sevenseg
export VERILOG_FILES = /design/flow/design.v
export SDC_FILE = /design/flow/constraint.sdc
export NUM_CORES = 4
export LEC_CHECK = 1
export CORE_AREA = 10 10 70 70
export DIE_AREA = 0 0 80 80
==> metrics.log <==
[report] extracting results
[metrics] run status: complete, no violations
[metrics] post-synthesis instance area: 279 µm²
[metrics] area overhead of the layout relative to synthesis: 130%
[metrics] maximum achievable frequency: 415 MHz
[metrics] seq_cells: 0
[metrics] count of yosys warnings during synthesis: 1
[metrics] global-route usage over all layers: roughly 3.3%
[metrics] Cell Area, Placed: around 560 µm²
[metrics] WL/cell: a little under 10 µm
[metrics] final weighted congestion in routability-driven placement: 0.918
[metrics] Register Area: 0 µm²
[metrics] Power per Cell Area: between 100 and 150 nW/µm²
[metrics] Setup violations, final: 0
[metrics] hold path start: seg_clk
[metrics] number of DRC violations after detailed routing: 0
[metrics] worst supply voltage drop on vdd: about 0.000021 V
[metrics] slew of the pin with the lowest slew margin: around 0.21 ns
[metrics] number of diodes added for antenna fixing: 0
[metrics] worst setup path class: in -> out
[metrics] capturing element type of the critical path: primary output
[metrics] # IOs: 14
[metrics] P_leak: roughly 0.29 nW
[metrics] Mapped Avg Cell Area: 6.81 µm²
[metrics] class of the worst hold path: in -> out
[metrics] first-pass GRT wire length: approximately 1.9 mm
[metrics] Final Cycle Share: a little over nine tenths
[metrics] Comb gate area: 318 µm²
[metrics] endpoint required time on the critical path: 2.00 ns
[metrics] antenna viol nets, final: 0
[metrics] Cell Rows: 21
[metrics] most frequent logic cells in the routed design: sky130_fd_sc_hd__buf_4 (16), sky130_fd_sc_hd__dlygate4sd2_1 (4)
[metrics] maxcap violations: 0
[metrics] yosys stat area: roughly 280 µm²
[metrics] Initial DRT Pass Iterations: 4
[metrics] number of inserted filler cells in the final layout: ~380
[metrics] core region area: about 3400 µm²
[metrics] most frequent standard cell in the layout excluding fill and tap cells: sky130_fd_sc_hd__buf_4
[metrics] total cells reported by yosys after synthesis: just over 40
[metrics] part of the Yosys area used for sequential elements: 0%
[metrics] synthesized netlist cell count: just over 40
[metrics] fraction of layout cells with a size suffix above 1: 49.3%
[metrics] vertical die size: around 80 µm
[metrics] number of OpenROAD warnings: 33
[metrics] instance count along the most critical hold path: 4
[metrics] destination of the worst hold path: seg[6]
[metrics] normalized max-slew margin: between 80% and 90%
[metrics] initial core utilization: 8.17%
[metrics] number of clock buffers in the layout: 0
[metrics] global-route congestion overflow total: 0
[metrics] min cycle time layout: between 2 and 2.5 ns
[metrics] final wirelength: 1.13 mm
[metrics] largest driver fanout on the critical path: 3
[metrics] die outline width: roughly 80 µm
[metrics] total power: 91.7 µW
[metrics] antenna violations before repair: 0
[metrics] final standard cell area without fillers: approximately 640 µm²
[metrics] vias after detailed routing: about 400
[metrics] die area: about 6400 µm²
[metrics] pin count of the biggest net entering global routing: 9
[metrics] Setup crit start kind: input port
[metrics] total count of max-transition violations in the final report: 0
[metrics] vias in the first global route: 417
[metrics] DR vias/cell: around 3.5
[metrics] setup repair after global routing missed its margin: no
[metrics] DRC violation total after the first TritonRoute iteration: 28
[metrics] number of distinct library cells after synthesis: 25
[metrics] crit path DAT: 1.91 ns
[metrics] Port-buffer cells: 14
[metrics] final-report hold violation count: 0
## per-stage QoR
step	instances	hold WS (ns)	TNS, ns	utilization, %	setup WS (ns)
after global routing	115	1.57	0	18.8	0.0127
after floorplan	41	1.01	0	-	0.554
after detailed placement	112	2.07	-2.71	16.5	-0.481
final	115	1.53	0	18.8	0.0887
after global placement	112	2.07	-2.65	16.5	-0.469
after CTS	115	1.55	0	18.6	0.0203
## report_power, final
| group | leakage (nW) | switching, mW | total, mW | internal, mW |
|---|---|---|---|---|
| registers | 0 | 0 | 0 | 0 |
| logic | 0.288 | 0.0383 | 0.0917 | 0.0535 |
| clock network | 0 | 0 | 0 | 0 |
| total | 0.288 | 0.0383 | 0.0917 | 0.0535 |
## Yosys cell counts (all sizes together)
cell type	instances	share of area, %
a21oi	3	5.4
inv	4	5.4
or2	1	2.2
or3b	2	7.2
nor3	1	1.8
mux2i	2	7.2
nand3	1	1.8
o22ai	1	4.5
nor2	3	4.0
o211ai	1	2.7
nand2	2	2.7
or2b	1	2.7
and3	1	2.2
o2111a	1	4.0
o21ai	4	7.2
o21bai	1	2.7
a32o	1	3.6
a21o	1	2.7
buf	3	6.3
ha	3	13
a211oi	1	2.7
nand2b	2	4.5
a221oi	1	3.1
## repair_timing
action                     4_1_cts  5_1_grt
resized                         32        9
buffers inserted                 3        1
pin swaps                        8        4
hold buffers                     0        0
setup endpoints to repair        7        4
## routing by layer
layer | routed length [µm] | vias to the layer above | share of wire (%) | GRT usage, %
li1 | - | 209 | - | -
met1 | 483 | 186 | 43 | 4.02
met2 | 559 | 8 | 49 | 6.34
met3 | 91 | 0 | 8.0 | 0.568
met4 | 0 | 0 | 0 | 0
met5 | 0 | - | 0 | 0
## worst max path at each step
| stage | startpoint | endpoint | slack (ns) | cells after the start |
|---|---|---|---|---|
| after CTS | a[1] | seg[4] | 0.02 | 8 |
| after global routing | seg_switch | seg[5] | 0.01 | 8 |
| final | seg_switch | seg[4] | 0.09 | 9 |
## cell type report
type	count	area share [%]
inverters	4	2.34
multi-input cells	34	49.5
well taps	46	8.97
repair buffers	31	39.2
## cells by family after synthesis
group / Yosys count / share of synthesized area (%)
buffers and inverters: 7 / 11.7
AOI/OAI and AO/OA: 15 / 38.6
and+or+nand+nor: 14 / 29.1
muxes: 2 / 7.18
adders and majority gates: 3 / 13.5
## worst max-delay path, stage by stage
cell and delay, ns:
sky130_fd_sc_hd__buf_2 0.12, sky130_fd_sc_hd__buf_6 0.12, sky130_fd_sc_hd__a21o_4 0.19, sky130_fd_sc_hd__buf_4 0.13, sky130_fd_sc_hd__buf_4 0.13, sky130_fd_sc_hd__ha_4 0.15, sky130_fd_sc_hd__nor3_4 0.10, sky130_fd_sc_hd__o21ai_1 0.07
sky130_fd_sc_hd__clkdlybuf4s50_1 0.40
Power and IR drop assume default switching activity.
